==> design/flow/design.v <==
module Sync_To_Count 
 #(parameter TOTAL_COLS = 800,
   parameter TOTAL_ROWS = 525)
  (input            i_Clk,
   input            i_HSync,
   input            i_VSync, 
   output reg       o_HSync = 0,
   output reg       o_VSync = 0,
   output reg [9:0] o_Col_Count = 0,
   output reg [9:0] o_Row_Count = 0);
   wire w_Frame_Start;
  always @(posedge i_Clk)
  begin
    o_VSync <= i_VSync;
    o_HSync <= i_HSync;
  end
  always @(posedge i_Clk)
  begin
    if (w_Frame_Start == 1'b1)
    begin
      o_Col_Count <= 0;
      o_Row_Count <= 0;
    end
    else
    begin
      if (o_Col_Count == TOTAL_COLS-1)
      begin
        if (o_Row_Count == TOTAL_ROWS-1)
        begin
          o_Row_Count <= 0;
        end
        else
        begin
          o_Row_Count <= o_Row_Count + 1;
        end
        o_Col_Count <= 0;
      end
      else
      begin
        o_Col_Count <= o_Col_Count + 1;
      end
    end
  end
  assign w_Frame_Start = (~o_VSync & i_VSync);
endmodule
module VGA_Sync_Porch #(parameter VIDEO_WIDTH = 3,   
                        parameter TOTAL_COLS  = 3,   
                        parameter TOTAL_ROWS  = 3,   
                        parameter ACTIVE_COLS = 2,
                        parameter ACTIVE_ROWS = 2)
  (input i_Clk,
   input i_HSync,
   input i_VSync,
   input [VIDEO_WIDTH-1:0] i_Red_Video,
   input [VIDEO_WIDTH-1:0] i_Grn_Video,
   input [VIDEO_WIDTH-1:0] i_Blu_Video,
   output reg o_HSync,
   output reg o_VSync,
   output reg [VIDEO_WIDTH-1:0] o_Red_Video,
   output reg [VIDEO_WIDTH-1:0] o_Grn_Video,
   output reg [VIDEO_WIDTH-1:0] o_Blu_Video
   );
  parameter c_FRONT_PORCH_HORZ = 18;
  parameter c_BACK_PORCH_HORZ  = 50;
  parameter c_FRONT_PORCH_VERT = 10;
  parameter c_BACK_PORCH_VERT  = 33;
  wire w_HSync;
  wire w_VSync;
  wire [9:0] w_Col_Count;
  wire [9:0] w_Row_Count;
  reg [VIDEO_WIDTH-1:0] r_Red_Video = 0;
  reg [VIDEO_WIDTH-1:0] r_Grn_Video = 0;
  reg [VIDEO_WIDTH-1:0] r_Blu_Video = 0;
  Sync_To_Count #(.TOTAL_COLS(TOTAL_COLS),
                  .TOTAL_ROWS(TOTAL_ROWS)) UUT 
  (.i_Clk      (i_Clk),
   .i_HSync    (i_HSync),
   .i_VSync    (i_VSync),
   .o_HSync    (w_HSync),
   .o_VSync    (w_VSync),
   .o_Col_Count(w_Col_Count),
   .o_Row_Count(w_Row_Count)
  );
  always @(posedge i_Clk)
  begin
    if ((w_Col_Count < c_FRONT_PORCH_HORZ + ACTIVE_COLS) || 
        (w_Col_Count > TOTAL_COLS - c_BACK_PORCH_HORZ - 1))
      o_HSync <= 1'b1;
    else
      o_HSync <= w_HSync;
    if ((w_Row_Count < c_FRONT_PORCH_VERT + ACTIVE_ROWS) ||
        (w_Row_Count > TOTAL_ROWS - c_BACK_PORCH_VERT - 1))
      o_VSync <= 1'b1;
    else
      o_VSync <= w_VSync;
  end
  always @(posedge i_Clk)
  begin
    r_Red_Video <= i_Red_Video;
    r_Grn_Video <= i_Grn_Video;
    r_Blu_Video <= i_Blu_Video;
    o_Red_Video <= r_Red_Video;
    o_Grn_Video <= r_Grn_Video;
    o_Blu_Video <= r_Blu_Video;
  end
endmodule
==> design/flow/run.sh <==
#!/bin/bash
# OpenROAD 26Q1-2900-gdf79404cd8, Yosys 0.63+post, stock flow scripts
make -C /OpenROAD-flow-scripts/flow DESIGN_CONFIG=/design/flow/config.mk WORK_HOME=/design/flow/orfs finish
==> design/flow/config.mk <==
export PLATFORM = sky130hd
export DESIGN_NAME = VGA_Sync_Porch
export DESIGN_NICKNAME = VGA_Sync_Porch
export VERILOG_FILES = /design/flow/design.v
export SDC_FILE = /design/flow/constraint.sdc
export NUM_CORES = 4
export LEC_CHECK = 1
export CORE_AREA = 10 10 106 106
export DIE_AREA = 0 0 116 116
==> design/flow/constraint.sdc <==
current_design VGA_Sync_Porch

set clk_period 2.4
set clk_io_pct 0.2

create_clock -name clk0 -period $clk_period [get_ports {i_Clk}]

set non_clock_inputs [all_inputs -no_clocks]
set_input_delay [expr $clk_period * $clk_io_pct] -clock clk0 $non_clock_inputs
set_output_delay [expr $clk_period * $clk_io_pct] -clock clk0 [all_outputs]
==> impl_metrics.tcl <==
# metrics dict for downstream scripts
set metrics [dict create \
    status "complete, no violations" \
    synth_top_area_share 0.582 \
    finalSetupViolations 0 \
    tritoncts "done" \
    post-cts-setup-buffers 0 \
    viasPerCell 3.74 \
    ff_type "dfxtp_1" \
    layoutNonFillerInstCount 271 \
    drc 0 \
    grt_pass1_vias 1000 \
    crit_start "UUT.o_Col_Count[1]$_SDFF_PP0_" \
    clk_path_buf_depth 2 \
    clk_pin_slew_worst_paths_ns 0.08 \
    max_freq_mhz 531 \
    final.setup.tns_ns 0 \
    fin_skew_ns 0.00352 \
    numClockSinks 42 \
    most_common_cell "dfxtp_1" \
    dp.cells 264 \
    hold_buffers 0 \
    worstReg2RegStart "UUT.o_Col_Count[1]$_SDFF_PP0_" \
    aoi_share 0.0659 \
    hold_path_class "reg -> reg" \
    synthAdderAreaFrac 0.0347 \
    ys_sh_simple 0.219 \
    final.fill_count 944 \
    ys_chip_area_sq_mm 0.00144 \
    hpwlAfterDp_microns 1950 \
    maxSlewHeadroom 0.655 \
    async_flop_share 0 \
    num_antenna_cells 0 \
    drtIter0Drc 61 \
    rsz0062_at_grt "false" \
    top_cells_by_count "dfxtp_1 (42), nor2_1 (19), nand3_1 (9)" \
    yosysTopAreaCell "dfxtp_1" \
    synth_stat.cells 137 \
    cp.arrival_ns 2.10 \
    antenna_found_initial 0 \
    cts_resized 0 \
    die-area_sq_mm 0.0135 \
    routed_wl_microns 2670 \
    log.warning_count 27 \
    clock.latency.late_pin_ns 0.29 \
    fin_ws_ns 0.515 \
    die_h_microns 116 \
    post-route-period-util 0.785 \
    seq_area_sq_um 841 \
    core_area_sq_mm 0.00885 \
    ioPinCount 23 \
    synth.area.top_cells "dfxtp_1 (58%), nor2_1 (4.9%), xnor2_1 (3.6%)" \
    grt_max_degree 13 \
    dp_worst_setup_slack_ns 0.581 \
    initCoreUtil 0.163 \
    cts_made_buffers 5 \
    comb_area_sq_um 568 \
    grt_usage 0.0416 \
    leakage_nw 0.671 \
    syn_area_sq_mm 0.00144 \
    ys_warn_count 2 \
    numSynthFlops 42 \
    syn_inst 137 \
    syn_avg_cell_area_sq_um 10.5 \
    final_layout_size_suffix_gt1_frac 0.0798 \
    r2r_end "UUT.o_Row_Count[6]$_SDFFE_PP0N_" \
    wl_per_cell_microns 9.85 \
    slew_viol_final 0 \
    final_antenna_net_count 0 \
    reg2reg_depth 5 \
    tightest_slew_ns 0.514 \
    crit_end "UUT.o_Row_Count[6]$_SDFFE_PP0N_" \
    ys_types 30 \
    mux_share 0.00693 \
    synth.logic.top_family "simple AND/OR/NAND/NOR gates" \
    overflow 0 \
    die_width_microns 116 \
    edf_count 0 \
    firstDrtPassIters 4 \
    ys_seq_frac 0.582 \
    area_growth_pct 31.0 \
    cts_root_buf "clkbuf_8" \
    critical_path_class "reg -> reg" \
    vias 1014 \
    end_kind "flop" \
    ys_sh_xor 0.0667 \
    hold_viol_final 0 \
    worst_hold_slack_ns 0.329 \
    rows 34 \
    worst_ir_drop_vdd_mv 0.299 \
    power-per-cell-area_mw_per_mm2 847 \
    startpoint_type "flop" \
    worstPathMaxFanout 11 \
    htreeDepth 2 \
    p_total_mw 1.60 \
    reg2reg_slack_ns 0.52 \
    cap_violations 0 \
    cp_data_required_time_ns 2.62 \
    grt_pass1_wl_microns 4570 \
    gp_congestion 0.779 \
    port_buffers 22 \
    min_period_ns 1.88 \
]
layout make-up:
| cell class | count | area share |
|---|---|---|
| timing repair buffer | 22 | 0.116 |
| sequential | 42 | 0.444 |
| inverter | 4 | 0.00794 |
| multi-input combinational | 88 | 0.300 |
| clock inverter | 1 | 0.0159 |
| tap | 108 | 0.0714 |
| clock buffer | 6 | 0.0437 |
worst max-delay path: stages, from the launching register on:
cell	delay (ns)
dfxtp_1	0.40
ha_1	0.17
nor4b_4	0.27
nand3_2	0.24
or4_1	0.56
a21oi_1	0.17
registers in the layout, summed over array words and instances (netlist names), 3 cells and up:
name,cells
UUT.o_Row_Count,10
o_Blu_Video,3
r_Grn_Video,3
o_Red_Video,3
o_Grn_Video,3
UUT.o_Col_Count,10
r_Blu_Video,3
r_Red_Video,3
layer usage:
| metal | global-route usage | part of all wire | up-vias |
|---|---|---|---|
| li1 | - | - | 528 |
| met1 | 0.0478 | 0.46 | 466 |
| met4 | 0.00917 | 0.023 | 0 |
| met3 | 0.0147 | 0.046 | 7 |
| met5 | 0 | 0 | - |
| met2 | 0.0728 | 0.47 | 13 |
how the worst min path moves through the flow:
stage | slack (ns) | cells after the start | endpoint | start
CTS | 0.33 | 0 | o_Red_Video[1]$_DFF_P_ | r_Red_Video[1]$_DFF_P_
global route | 0.33 | 0 | o_Red_Video[0]$_DFF_P_ | r_Red_Video[0]$_DFF_P_
finish | 0.33 | 0 | o_Red_Video[1]$_DFF_P_ | r_Red_Video[1]$_DFF_P_
kinds of logic after synthesis:
family | count (synthesis)
adder cells (fa/ha/maj) | 4
AND-OR/OR-AND | 15
buffers and inverters | 7
AND/OR/NAND/NOR | 57
flip-flops | 42
multiplexers | 1
XOR/XNOR | 11
placed cells by master, fill, tap and decap left out, types with 2 or more instances in the layout:
| master | n |
|---|---|
| dfxtp_1 | 42 |
| clkdlybuf4s50_1 | 22 |
| nor2_1 | 19 |
| nand3_1 | 9 |
| nand2_1 | 7 |
| xnor2_1 | 6 |
| clkbuf_8 | 6 |
| o31ai_1 | 5 |
| nand4_1 | 5 |
| xor2_1 | 5 |
| inv_1 | 4 |
| a21oi_1 | 4 |
| ha_1 | 4 |
| or4_1 | 3 |
| o21ai_0 | 3 |
| nor4_1 | 2 |
| nand2b_1 | 2 |
| and3_1 | 2 |
| a31o_2 | 2 |
per-stage QoR:
step,utilization,area [sq um]
floorplan,-,1440
global placement,0.201,1780
detailed placement,0.201,1780
CTS,0.214,1890
global route,0.214,1890
finish,0.214,1890
power by group:
| part | internal [mW] | switching, mW | total (mW) |
|---|---|---|---|
| clock network | 0.333 | 0.227 | 0.560 |
| logic | 0.102 | 0.112 | 0.213 |
| registers | 0.759 | 0.0710 | 0.830 |
Power figures rest on the tool's default switching activity, not on a simulated workload.
