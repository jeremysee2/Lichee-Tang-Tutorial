### run.sh
#!/bin/bash
# OpenROAD 26Q1-2900-gdf79404cd8, Yosys 0.63+post, stock flow scripts
make -C /OpenROAD-flow-scripts/flow DESIGN_CONFIG=/design/flow/config.mk WORK_HOME=/design/flow/orfs finish
### config.mk
export PLATFORM = sky130hd
export DESIGN_NAME = Seven_Segment_Display_Top
export DESIGN_NICKNAME = Seven_Segment_Display_Top
export VERILOG_FILES = /design/flow/design.v
export SDC_FILE = /design/flow/constraint.sdc
export NUM_CORES = 4
export LEC_CHECK = 1
export CORE_UTILIZATION = 40
### design.v
module Seven_Segment (
	input wire CLK_IN,
	input wire [3:0]NUMBER_IN,
	output reg [6:0] OUTPUT
    );
	parameter zero   = 7'b1111110;   
	parameter one    = 7'b0110000;   
	parameter two    = 7'b1101101;   
	parameter three  = 7'b1111001;   
	parameter four   = 7'b0110011;   
	parameter five   = 7'b1011011;   
	parameter six    = 7'b1011111;   
	parameter seven  = 7'b1110000;   
	parameter eight  = 7'b1111111;   
	parameter nine   = 7'b1110011;   
	parameter A      = 7'b1110111;   
	parameter B      = 7'b0011111;   
	parameter C      = 7'b1001110;   
	parameter D      = 7'b0111101;   
	parameter E      = 7'b1001111;   
	parameter F      = 7'b1000111;   
	always @(posedge CLK_IN) begin
		case(NUMBER_IN)
			4'b0000: OUTPUT <= ~zero;
			4'b0001: OUTPUT <= ~one;
			4'b0010: OUTPUT <= ~two;
			4'b0011: OUTPUT <= ~three;
			4'b0100: OUTPUT <= ~four;
			4'b0101: OUTPUT <= ~five;
			4'b0110: OUTPUT <= ~six;
			4'b0111: OUTPUT <= ~seven;
			4'b1000: OUTPUT <= ~eight;
			4'b1001: OUTPUT <= ~nine;
			4'b1010: OUTPUT <= ~A;
			4'b1011: OUTPUT <= ~B;
			4'b1100: OUTPUT <= ~C;
			4'b1101: OUTPUT <= ~D;
			4'b1110: OUTPUT <= ~E;
			4'b1111: OUTPUT <= ~F;
			default: OUTPUT <= ~zero;
		endcase
 	end
endmodule
module Seven_Segment_Display (
    input wire clk,
    input wire RST_N,
    input wire [15:0] Displayed_number,
    output reg [3:0] Cathode,
    output wire [6:0] Segment_out
    );
    parameter startRefreshCounter = 14;
    parameter endRefreshCounter = 15;
    wire [1:0] LED_activating_counter;
    reg [3:0] Digit_number;
    reg [15:0] refresh_counter = 16'b0;
    Seven_Segment i2
    (
        .CLK_IN(clk),
        .NUMBER_IN(Digit_number),
        .OUTPUT(Segment_out[6:0])
    );
    always @(posedge clk or negedge RST_N)
        begin
            if (RST_N==0)
                refresh_counter <= 0;
            else
                refresh_counter <= refresh_counter + 1;
        end
    assign LED_activating_counter = refresh_counter[endRefreshCounter:startRefreshCounter];
    always @(posedge clk) begin
            case(LED_activating_counter)
            2'b00: begin
                Cathode = 4'b1000;
                Digit_number <= Displayed_number[15:11];
            end
            2'b01: begin
                Cathode = 4'b0100;
                Digit_number <= Displayed_number[10:8];
            end	
            2'b10: begin
                Cathode = 4'b0010;
                Digit_number <= Displayed_number[7:4];
            end
            2'b11: begin
                Cathode = 4'b0001;
                Digit_number <= Displayed_number[3:0];
            end
            default: begin
                Cathode <= 4'b1111;
                Digit_number <= 4'b1111;
            end
            endcase
        end
endmodule
module Fibonacci_Series ( 
    input wire CLK_IN,
    input wire RST_N,
    output wire [15:0] SEQUENCE
    );
    reg [15:0] SEQUENCE_I1,SEQUENCE_I2;
    assign SEQUENCE = RST_N ? (SEQUENCE_I1 + SEQUENCE_I2) : 16'b1;
    always @(posedge CLK_IN) begin 
        if(SEQUENCE < 16'hDAAA) begin 
            SEQUENCE_I2 = SEQUENCE_I1;
            SEQUENCE_I1 = SEQUENCE;
        end 
        else begin 
            SEQUENCE_I2 = 16'b1;
            SEQUENCE_I1 = 16'b0;
        end 
    end 
endmodule
module Seven_Segment_Display_Top (
    input wire clk,
    input wire RST_N,
    output wire [3:0] Cathode,
    output wire [6:0] Segment_out
    );
    wire [15:0] Displayed_number;
    parameter startRefreshCounter = 14;
    parameter endRefreshCounter = 15;
    parameter time1 = 25'd24_000_000;   
    reg [24:0] count = 24'b0;
    reg clk_slow = 1'b0;
    always @(posedge clk) begin
        if(RST_N==0) begin			
            count <= 25'd0;
            clk_slow <= 1'b0;
        end
        if(count == time1) begin
            count <= 25'd0;
            clk_slow <= ~clk_slow;      
            end
        else begin 
            count <= count + 1'b1;
            end
        end
    Fibonacci_Series i1
    (
        .CLK_IN(clk_slow),
        .RST_N(RST_N),
        .SEQUENCE(Displayed_number)
    );
    Seven_Segment_Display #(
        .startRefreshCounter(startRefreshCounter),
        .endRefreshCounter(endRefreshCounter)
    ) Seven_Segment_Display_inst
    (
        .clk(clk),
        .RST_N(RST_N),
        .Displayed_number(Displayed_number),
        .Cathode(Cathode),
        .Segment_out(Segment_out)
    );
endmodule
### constraint.sdc
current_design Seven_Segment_Display_Top

set clk_period 3.3
set clk_io_pct 0.2

create_clock -name clk0 -period $clk_period [get_ports {clk}]

set non_clock_inputs [all_inputs -no_clocks]
set_input_delay [expr $clk_period * $clk_io_pct] -clock clk0 $non_clock_inputs
set_output_delay [expr $clk_period * $clk_io_pct] -clock clk0 [all_outputs]
==> flow_summary.json <==
{
  "clkTransAtPathRegs_ps": 70,
  "syn_area_per_cell_um2": 9.38,
  "initCoreUtil": 0.415,
  "rsz0062_at_grt": "false",
  "num_rows": 36,
  "synth.area.top_cells": "dfxtp_1 (35%), dfrtp_1 (9.8%), xnor2_1 (7.3%)",
  "unclocked_regs": 32,
  "mostFrequentLayoutCells": "dfxtp_1 (72), nor2_1 (42), nand2_1 (35), xnor2_1 (34), a21oi_1 (25)",
  "async_flop_share": 0.180,
  "cts_hold_buf": 0,
  "pwr-share-seq": 0.533,
  "ff2ff_path_depth": 6,
  "finalCritPeriodShare": 0.607,
  "combPwrFrac": 0.036,
  "yosysWarnings": 4,
  "ctsHtreeMaxLevel": 3,
  "relSlewSlack": 0.595,
  "seq_area_frac_synth": 0.458,
  "fin_util": 0.461,
  "clockBufferDepth": 2,
  "p_per_area_mw_per_mm2": 298,
  "die_w_um": 103,
  "routed_wl_um": 7260,
  "yosys_area_mm2": 0.00409,
  "edf_count": 1,
  "rr_startpoint": "count[2]$_SDFF_PP0_",
  "maxSlewViolCount": 0,
  "hpwl_um": 5230,
  "nFillCells": 928,
  "finalHoldViolations": 0,
  "skew_ps": 12.6,
  "start_kind": "input port",
  "drive_above_1_share": 0.0590,
  "end_kind": "flip-flop",
  "ys.flops": 89,
  "grt_start_max_net_pins": 33,
  "vias": 2943,
  "grt_pass1_vias": 2636,
  "tool_warnings": 30,
  "reg2reg_setup_slack_ps": 1320,
  "ir_drop_mv": 0.233,
  "dominantRegCellSynth": "dfxtp_1",
  "ctsResizeCount": 0,
  "finalSetupTns_ps": 0,
  "crit_chain": "clkdlybuf4s50_1 -> inv_1 -> a211o_1 -> o21ai_0 -> a21o_1",
  "worst-path-stages": 5,
  "setup_slack_ps": 1300,
  "power_mw": 1.35,
  "antenna_found_initial": 0,
  "crit_family": "buffers and inverters",
  "critPathSlowestCell": "clkdlybuf4s50_1",
  "lay_top_count": "dfxtp_1",
  "grt_use_total": 0.152,
  "syn_to_final_growth_pct": 11.1,
  "core_mm2": 0.00986,
  "synth.largest_area_cell": "dfxtp_1",
  "setup_violations": 0,
  "ios": 13,
  "clock_latency_ps": 340,
  "cp_data_required_time_ps": 3590,
  "syn_inst": 436,
  "pre_cts_ws_ps": 957,
  "worstSetupPathType": "in2reg",
  "yosysUniqueCellTypes": 55,
  "hold_path_depth": 1,
  "grt_overflow_total": 0,
  "clockRootBuffer": "clkbuf_8",
  "grt_pass1_wl_um": 12500,
  "dr.pass1.iters": 4,
  "p_clk_frac": 0.431,
  "hold_path.class": "reg2reg",
  "diodes": 0,
  "crit_arrival_ps": 2290,
  "clock.fmax_mhz": 499,
  "cp.buffers_inverters": 2,
  "die_y_um": 103,
  "yosysTopAreaCellShare": 0.352,
  "wl_per_cell_um": 12.3,
  "internal-power_mw": 1.01,
  "p_sw_mw": 0.342,
  "maxCapViolCount": 0,
  "min_to": "Seven_Segment_Display_inst.refresh_counter[5]$_DFF_PN0_",
  "timing.rr.end": "count[23]$_SDFF_PP0_",
  "crit_fanout": 15,
  "ys_cells": 436,
  "unconstrained_endpoints": 32,
  "tightest_slew_ps": 603,
  "chip_area_mm2": 0.0106,
  "syn_area_mm2": 0.00409,
  "cts_setup_buffers": 0,
  "port_buffers": 12,
  "swShare": 0.253,
  "fin_crit_ps": 2000,
  "cts_tree": "done",
  "vias_per_cell": 4.98,
  "hp-start": "Seven_Segment_Display_inst.refresh_counter[5]$_DFF_PN0_",
  "gp_congestion": 0.840,
  "status": "complete, no violations",
  "slowest_delay_ps": 780,
  "drt_iter0_markers": 91,
  "power.leakage_nw": 1.83,
  "drc": 0,
  "final_antenna_net_count": 0,
  "numCtsBuffers": 9
}
worst max-delay path by stage:
stage | from | to | slack, ps
CTS | RST_N | Seven_Segment_Display_inst.Digit_number[2]$_DFF_P_ | 1310
global route | RST_N | Seven_Segment_Display_inst.Digit_number[2]$_DFF_P_ | 1170
finish | RST_N | Seven_Segment_Display_inst.Digit_number[2]$_DFF_P_ | 1300
worst register-to-register path, cell delays in order (launching register included):
cell and delay [ps]:
dfxtp_1 380, and2_1 200, and4_1 260, nand4_1 260, nor4_1 490, nand3_1 150
xnor2_1 140
registers in the layout (all words and copies together), names as in the netlist:
signal / count
Seven_Segment_Display_inst.Digit_number: 4
i1.SEQUENCE_I2: 16
Seven_Segment_Display_inst.i2.OUTPUT: 7
count: 25
i1.SEQUENCE_I1: 16
Seven_Segment_Display_inst.refresh_counter: 16
clk_slow: 1
Seven_Segment_Display_inst.Cathode: 4
final cells by class:
type / count / area, um2 / area share
Clock buffer: 9 / 124 / 0.0273
Clock inverter: 7 / 53.8 / 0.0118
Inverter: 19 / 71.3 / 0.0157
Multi-Input combinational cell: 318 / 2110 / 0.464
Sequential cell: 89 / 1870 / 0.412
Tap cell: 133 / 166 / 0.0366
Timing Repair Buffer: 16 / 150 / 0.0330
metrics by stage:
stage / hold slack, ps / cell area, um2 / instances
after floorplan: 364 / 4090 / 436
after global placement: 456 / 4370 / 575
after detailed placement: 455 / 4370 / 575
after CTS: 469 / 4540 / 591
after global routing: 479 / 4540 / 591
final: 465 / 4540 / 591
synth_stat cells, types with 4 or more instances:
library cell,count
o31a_1,4
nor2b_1,20
xor2_1,11
ha_1,23
and3_1,8
nor2_1,42
nor3_1,11
o21ai_0,16
xnor2_1,34
inv_1,19
a21o_1,5
o211ai_1,4
clkbuf_1,6
nand4_1,8
a21oi_1,25
dfxtp_1,72
nand2_1,35
dfrtp_1,16
nor4_1,5
nand3_1,20
per-layer routing:
metal	global-route usage	up-vias	wire, um
li1	-	1556	-
met1	0.249	1350	4000
met4	0.0141	0	77
met5	0	-	0
met3	0.0303	7	236
met2	0.221	30	2940
cell families after synthesis:
family                     share of synthesized area
buffers and inverters                         0.0275
DFF                                            0.458
AOI/OAI and AO/OA                              0.143
xor gates and xnor gates                      0.0964
muxes                                        0.00489
and+or+nand+nor                                0.195
adders and majority gates                     0.0753
power by group through the flow:
stage | clock network [mW] | logic (mW) | registers, mW
4_1_cts | 0.606 | 0.0493 | 0.721
5_1_grt | 0.636 | 0.0553 | 0.722
6_report | 0.584 | 0.0484 | 0.721
Power is estimated from default activity; no workload was simulated.
