## design.v

```verilog
module fifo_memory (
    input i_Clock,
    input i_Reset,
    input i_Write_En,
    input i_Read_En,
    input  [c_WIDTH:0] i_Data_In,
    output [c_WIDTH:0] o_Data_Out,
    output reg fifo_full,
    output reg fifo_empty,
    output reg fifo_overflow,
    output reg fifo_underflow
    );
    parameter c_DEPTH = 7;
    parameter c_WIDTH = 7;
    reg [c_WIDTH:0] memory [0:c_DEPTH];
    reg [c_DEPTH:0]  wraddr = 0;
    reg [c_DEPTH:0]  rdaddr = 0;
    reg [c_WIDTH:0] r_Data_Out;
    always @(posedge i_Clock) begin
        if (i_Write_En) begin
            memory[wraddr] <= i_Data_In;
            if ((!fifo_full) || (i_Read_En)) begin
                wraddr <= wraddr + 1'b1;
                fifo_overflow <= 1'b0;
            end
            else
                fifo_overflow <= 1'b1;
        end
    end
    always @(posedge i_Clock) begin
        if (i_Read_En) begin
            r_Data_Out <= memory[rdaddr];
            if (!fifo_empty) begin
                rdaddr <= rdaddr + 1'b1;
                fifo_underflow <= 1'b0;
            end
            else
                fifo_underflow <= 1'b1;
        end
    end
    assign o_Data_Out = r_Data_Out;
    wire	[c_DEPTH:0]	dblnext, nxtread;
    assign	dblnext = wraddr + 2;
    assign	nxtread = rdaddr + 1'b1;
    always @(posedge i_Clock, negedge i_Reset)
        if (!i_Reset)
        begin
            fifo_full <= 1'b0;
            fifo_empty <= 1'b1;
        end else casez({ i_Write_En, i_Read_En, !fifo_full, !fifo_empty })
        4'b01?1: begin	 
            fifo_full  <= 1'b0;
            fifo_empty <= (nxtread == wraddr);
        end
        4'b101?: begin	 
            fifo_full <= (dblnext == rdaddr);
            fifo_empty <= 1'b0;
        end
        4'b11?0: begin	 
            fifo_full  <= 1'b0;
            fifo_empty <= 1'b0;
        end
        4'b11?1: begin	 
            fifo_full  <= fifo_full;
            fifo_empty <= 1'b0;
        end
        default: begin end
        endcase
endmodule
```

## run.sh

```bash
#!/bin/bash
# OpenROAD 26Q1-2900-gdf79404cd8, Yosys 0.63+post, stock flow scripts
make -C /OpenROAD-flow-scripts/flow DESIGN_CONFIG=/design/flow/config.mk WORK_HOME=/design/flow/orfs finish
```

## config.mk

```make
export PLATFORM = sky130hd
export DESIGN_NAME = fifo_memory
export DESIGN_NICKNAME = fifo_memory
export VERILOG_FILES = /design/flow/design.v
export SDC_FILE = /design/flow/constraint.sdc
export NUM_CORES = 4
export LEC_CHECK = 1
export CORE_UTILIZATION = 50
```

## constraint.sdc

```tcl
current_design fifo_memory

set clk_period 2.6
set clk_io_pct 0.2

create_clock -name clk0 -period $clk_period [get_ports {i_Clock}]

set non_clock_inputs [all_inputs -no_clocks]
set_input_delay [expr $clk_period * $clk_io_pct] -clock clk0 $non_clock_inputs
set_output_delay [expr $clk_period * $clk_io_pct] -clock clk0 [all_outputs]
```

==> summary.rpt <==
=== SYNTHESIS / PLACE & ROUTE SUMMARY ===
----------------------------------------------------
[Worst setup path]
  Critical path type ........................ flop to primary output
  R2R Setup Slk ........................ 0.69 ns
  Crit path max-delay family ........................ flip-flops
  WP data arrival ........................ 1.40 ns
  Critical path fanouts, max ........................ 5
  Required arrival time at the worst endpoint ........................ 2.08 ns
  List of cells traversed by the critical path ........................ clkdlybuf4s50_1
  Worst Setup SP ........................ fifo_empty
  RR Endpoint ........................ fifo_full
  Standard cell with the maximum stage delay on the critical path ........................ sky130_fd_sc_hd__dfstp_2
  Nature of the critical path endpoint ........................ primary output
  Category of the worst setup path launch point ........................ flop
  Max stage delay on crit path ........................ 0.58 ns
  Reg2Reg Depth ........................ 6
  Reg-to-reg critical path startpoint ........................ wraddr[2]
  Critical path buffers and inverters ........................ 1
  Endpoint of the most critical setup path ........................ fifo_empty
  Count of cell instances traversed by the critical path ........................ 1

[Logic synthesis]
  Ys flops ........................ 92
  Largest area contributor in the netlist ........................ sky130_fd_sc_hd__edfxtp_1
  Area of the mapped netlist ........................ 3968 um2
  Synthesized area per cell ........................ 18.37 um2
  Area share of the largest cell type after synthesis ........................ 0.6812
  Cell area leaders ........................ sky130_fd_sc_hd__edfxtp_1 68%, sky130_fd_sc_hd__mux4_2 9.1%, sky130_fd_sc_hd__xnor2_1 4.0%
  Share of synthesized registers carrying an async set or reset ........................ 0.02174
  Distinct cells, synth ........................ 35
  Cell types with the highest counts after synthesis ........................ 90 x sky130_fd_sc_hd__edfxtp_1, 18 x sky130_fd_sc_hd__xnor2_1, 16 x sky130_fd_sc_hd__mux4_2
  Sequential share of the synthesized area ........................ 0.6941
  Yosys stat cell total ........................ 216
  Number of flops mapped to enable cells by yosys ........................ 90
  Instance count of the mapped netlist ........................ 216
  Area figure in the yosys stat output ........................ 3968 um2
  Commonest flop ........................ sky130_fd_sc_hd__edfxtp_1
  Top-count cell post-synth ........................ sky130_fd_sc_hd__edfxtp_1
  Synth warnings ........................ 1

[Place]
  IO buf count ........................ 23
  Final RePlAce weighted congestion ........................ 0.8664
  Cell count after placement ........................ 340
  HPWL Detailed ........................ 4652 um

[Clock tree]
  TritonCTS clock tree ........................ yes
  Post-CTS Repair Setup Buffers ........................ 0
  H-tree levels ........................ 3
  Hold-fix buffer count after cts ........................ 0
  Library cell used as clock root buffer ........................ sky130_fd_sc_hd__clkbuf_8
  Num CTS Buffers ........................ 9
  Sinks on Clock Net ........................ 92
  Clock transition at the registers of the reported paths ........................ 0.09 ns
  CTS max path bufs ........................ 2
  Number of instances resized during post-cts repair ........................ 0
  Clock Latency Late Sink ........................ 0.35 ns

[Power and ir drop]
  Total power per unit cell area ........................ 695.9 nW/um2
  Internal portion of total power ........................ 2.446 mW
  Combinational Power Share ........................ 0.110
  Static Leak ........................ 1.503 nW
  Switch share ........................ 0.2271
  Max VDD drop ........................ 0.0004038 V
  Clock share of power ........................ 0.331
  Sequential cell fraction of total power ........................ 0.559
  NetSw ........................ 0.7189 mW

[Finish]
  Multi-input gate area ........................ 1144 um2
  Fill cells ........................ 590
  Number of non-filler instances in the completed layout ........................ 356
  Fraction of final layout cells sized beyond drive strength 1 ........................ 0.2087
  Signed area change from the synthesized netlist to the final layout ........................ 14.63%
  Flop area ........................ 2754 um2

[Floorplan]
  Placement Rows ........................ 32
  Horizontal die dimension ........................ 91.08 um
  Chip footprint ........................ 8296 um2
  Number of top-level pins ........................ 24
  FP Core Util ........................ 0.5161
  Placeable core region ........................ 7687 um2
  Vertical die dimension ........................ 91.08 um

[Timing]
  Setup clock skew after layout ........................ 0.01150 ns
  Hold slack ........................ 0.3282 ns
  Share of the cycle needed by the critical path after routing ........................ 0.7388
  Final-report hold violation count ........................ 0
  Setup TNS ........................ 0 ns
  Final tally of setup violations ........................ 0
  Crit path time final ........................ 1.921 ns
  Rel. slew slack ........................ 0.6919
  Worst-margin pin slew ........................ 0.4621 ns
  F_max ........................ 520.6 MHz
  Max-slew violation count ........................ 0
  Unrepaired setup endpoints after global routing ........................ false

[Drt]
  Met3 layer wire length in the routed design ........................ 818 um
  Number of remaining DRC errors ........................ 0
  Detailed-route wire length on metal 1 ........................ 2933 um
  Total detailed-routing wirelength ........................ 6687 um
  Count of TritonRoute iterations in the first routing pass ........................ 4
  Remaining antenna violation count ........................ 0
  Diodes inserted ........................ 0
  Detailed-route wire length per cell ........................ 18.78 um
  Detailed-route vias per instance ........................ 5.466
  Met2 Routed Length ........................ 2862 um
  Violation tally from detailed-route iteration zero ........................ 50
  DR vias ........................ 1946
  Max layer used ........................ met4

[Global route]
  GR Overflow Total ........................ 0
  Gr usage total ........................ 0.1988
  Number of antenna violations at the first check in global routing ........................ 0
  Vias in the first global route ........................ 2126
  First-pass GRT wire length ........................ 11210 um
  Pin count of the biggest net entering global routing ........................ 19

[Run status]
  Result of the run ........................ completed

[Run]
  Number of warnings in the stage logs ........................ 29
  Max-cap violations ........................ 0

[Min path]
  Worst hold-check path type ........................ primary input to asynchronous set/reset pin

----------------------------------------------------
-- power groups by stage --
stage	Sequential [mW]	Combinational, mW	Clock [mW]
CTS	1.77	0.353	1.07
global route	1.78	0.384	1.13
finish	1.77	0.349	1.05
-- how the worst min path moves through the flow --
| stage | from | endpoint | slack [ns] |
|---|---|---|---|
| 5_1_grt | i_Reset | fifo_full | 0.31 |
| 6_report | i_Reset | fifo_full | 0.33 |
| 4_1_cts | i_Reset | fifo_full | 0.31 |
-- stage by stage --
stage / util / area (um2) / power, mW / worst slack (ns)
6_report: 0.5916 / 4548 / 3.165 / 0.6791
4_1_cts: 0.5916 / 4548 / 3.196 / 0.6588
3_5_place_dp: 0.5628 / 4327 / 2.153 / 0.3663
5_1_grt: 0.5916 / 4548 / 3.291 / 0.5663
2_1_floorplan: - / 3968 / 2.017 / 0.8849
3_3_place_gp: 0.5628 / 4327 / 2.149 / 0.4138
-- logic make-up (layout without fill, tap and decap cells) --
group	Yosys count	in the layout	share of synthesized area
mux	25	25	0.1161
buf+inv	13	51	0.01766
flops	92	92	0.6941
xor+xnor	32	32	0.07442
simple gates	41	41	0.06181
fa+ha+maj	7	7	0.02207
compound gates	6	6	0.01388
-- cell type report --
type / instances / share of cell area
Sequential cell: 92 / 0.6055
Multi-Input combinational cell: 111 / 0.2514
Timing Repair Buffer: 30 / 0.06217
Clock buffer: 10 / 0.02806
Tap cell: 102 / 0.02806
Clock inverter: 6 / 0.02063
Inverter: 5 / 0.004127
-- cells in the final DEF, fill, tap and decap left out, types with 2 or more instances in the layout --
cell type and count:
sky130_fd_sc_hd__and2_1 4, sky130_fd_sc_hd__and3_1 4, sky130_fd_sc_hd__buf_4 7, sky130_fd_sc_hd__bufinv_16 2, sky130_fd_sc_hd__clkbuf_8 9, sky130_fd_sc_hd__clkdlybuf4s50_1 23, sky130_fd_sc_hd__edfxtp_1 90, sky130_fd_sc_hd__ha_1 7
sky130_fd_sc_hd__inv_1 5, sky130_fd_sc_hd__inv_6 3, sky130_fd_sc_hd__mux2_2 8, sky130_fd_sc_hd__mux4_2 16, sky130_fd_sc_hd__nand2_1 6, sky130_fd_sc_hd__nand3_1 7, sky130_fd_sc_hd__nand4_1 5, sky130_fd_sc_hd__nor2b_1 5
sky130_fd_sc_hd__nor4_1 2, sky130_fd_sc_hd__xnor2_1 18, sky130_fd_sc_hd__xor2_1 12, sky130_fd_sc_hd__xor2_2 2
-- state kept, by name, summed over array words and instances, names as in the netlist --
signal and cells:
fifo_empty 1, fifo_full 1, fifo_overflow 1, fifo_underflow 1, memory 64, r_Data_Out 8, rdaddr 8, wraddr 8
-- routing by layer --
metal | up-vias | GRT usage
met5 | - | 0
met4 | 0 | 0.02381
met3 | 5 | 0.1131
met2 | 80 | 0.2626
met1 | 956 | 0.3428
li1 | 905 | -
No activity file was given, so power comes from the tool's default toggle rates.
